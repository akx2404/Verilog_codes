## design/flow/design.v

```verilog
module Full_adder(a,b,cin,sum,cout);
  output sum,cout;
  input a,b,cin;
  wire c,d,e;
  xor x1(sum,cin,a,b);
  and x2(c,a,b);
  and x3(d,b,cin);
  and x4(e,a,cin);
  or x5(cout,c,d,e);
endmodule
module Inc_Dec_4bit(a0,a1,a2,a3,b0,b1,b2,b3,s0,s1,s2,s3,cout,m);
  output s0,s1,s2,s3,cout;
  input a0,a1,a2,a3,b0,b1,b2,b3,m;
  wire c0,c1,c2,cin,bin0,bin1,bin2,bin3;
  not g(cin,m);
  xor g0(bin0, cin , b0);
  xor g1(bin1, cin , b1);
  xor g2(bin2, cin , b2);
  xor g3(bin3, cin , b3);
  Full_adder F1(.a(a0),.b(bin0),.cin(cin),.sum(s0),.cout(c0));
  Full_adder F2(.a(a1),.b(bin1),.cin(c0),.sum(s1),.cout(c1));
  Full_adder F3(.a(a2),.b(bin2),.cin(c1),.sum(s2),.cout(c2));
  Full_adder F4(.a(a3),.b(bin3),.cin(c2),.sum(s3),.cout(cout));
endmodule
```

## design/flow/run.sh

```bash
#!/bin/bash
# OpenROAD 26Q1-2900-gdf79404cd8, Yosys 0.63+post, stock flow scripts
make -C /OpenROAD-flow-scripts/flow DESIGN_CONFIG=/design/flow/config.mk WORK_HOME=/design/flow/orfs finish
```

## design/flow/config.mk

```make
export PLATFORM = sky130hd
export DESIGN_NAME = Inc_Dec_4bit
export DESIGN_NICKNAME = Inc_Dec_4bit
export VERILOG_FILES = /design/flow/design.v
export SDC_FILE = /design/flow/constraint.sdc
export NUM_CORES = 4
export LEC_CHECK = 1
export CORE_AREA = 10 10 70 70
export DIE_AREA = 0 0 80 80
```

## design/flow/constraint.sdc

```tcl
current_design Inc_Dec_4bit

set clk_period 1.9
set clk_io_pct 0.2

create_clock -name clk0 -period $clk_period

set non_clock_inputs [all_inputs -no_clocks]
set_input_delay [expr $clk_period * $clk_io_pct] -clock clk0 $non_clock_inputs
set_output_delay [expr $clk_period * $clk_io_pct] -clock clk0 [all_outputs]
```

==> results_dict.tcl <==
# flow metrics
set metrics [dict create \
    status "finished, violations left" \
    violations "setup timing" \
    yosysWarnings 0 \
    ir_drop_mv 0.02722 \
    area_leaders "fa_1 49%, xor2_1 21%, inv_1 15%, xnor2_1 7.1%, a21oi_1 4.1%" \
    syn_area_um2 122.6 \
    grt_max_degree 4 \
    hp-start "a1" \
    maxSlewHeadroom_pct 87.52 \
    fin_util_pct 10.44 \
    die_x_um 80 \
    layout.cells.non_filler 79 \
    io_pins 14 \
    hold_viol_final 0 \
    ys_cells 14 \
    postSynthSeqShare_pct 0 \
    synth_cell_types 6 \
    mostFrequentLayoutCells "4 x clkdlybuf4s50_1, 4 x buf_2, 4 x buf_4" \
    dieArea_um2 6400 \
    ant_nets 0 \
    dpl_cell_area_um2 354.1 \
    gp_congestion 0.6280 \
    path_common_cell "fa_2" \
    syn_inst 14 \
    setup_viol 3 \
    fin_ws_ns -0.4364 \
    place_ws_ns -1.185 \
    crit_path_end_kind "primary output" \
    wl_um 557 \
    fin_crit_sh_pct 123.0 \
    slowest_stage "fa_2" \
    nClkBuffers 0 \
    fp_util_pct 3.590 \
    grt_pass1_wl_um 862 \
    period_minus_slack_ns 2.336 \
    portBuffers 14 \
    path_max_fanout 3 \
    rows 21 \
    cp-start-kind "input port" \
    grt_pass1_vias 195 \
    coreArea_um2 3416 \
    tool_warnings 35 \
    wire_per_inst_um 7.051 \
    area_growth_pct 190.8 \
    yosys.area.top_type "fa_1" \
    powerDensity_nw_per_um2 253.2 \
    hold_class "input port to primary output" \
    rsz0062_at_grt "true" \
    critPathRequiredTime_ns 1.52 \
    drc_errors 0 \
    total_power_mw 0.09029 \
    antenna_found_initial 1 \
    tns_ns -0.8137 \
    worstPathBufferInverterCount 3 \
    leakage_nw 0.1479 \
    worst_pin_slew_ns 0.1859 \
    via_count 152 \
    fmax_ghz 0.4280 \
    seqCellArea_um2 0 \
    maxCapViolations 0 \
    top_area_share_pct 48.98 \
    dpl.cell_count 77 \
    crit_path_start "m" \
    grt_overflow_total 0 \
    maxSlewViolCount 0 \
    seq_cells 0 \
    layout-drive-gt1-share_pct 62.50 \
    path_class "input port to primary output" \
    path_cells "buf_8, xor2_2, fa_2, fa_2, inv_2, fa_1, buf_2" \
    track_usage_pct 1.715 \
    ys_area_um2 122.6 \
    drt-pass1-iter-count 1 \
    die_h_um 80 \
    drt_iter0_drc 0 \
    avgViaCountPerCell 1.924 \
    whs_ns 1.371 \
    critPathArrivalTime_ns 1.96 \
    design_area_um2 356.6 \
    cpPeakStageDelay_ns 0.39 \
    critical-path-top-delay-family "adder cells" \
    syn_area_per_cell_um2 8.758 \
]
## final cells by class
type               instances  area [um^2]
well taps                 46        57.56
fillers                  405         3059
multi-input cells          9        127.6
inverters                  5        18.77
repair buffers            18        150.1
diodes                     1        2.502
## Yosys cell counts
master / n
a21oi_1: 1
fa_1: 3
inv_1: 5
nor2_1: 1
xnor2_1: 1
xor2_1: 3
## path summary, 6_finish.rpt
path,to,cells after the start
worst max-delay path,s3,7
worst min-delay path,s1,5
## routing by layer
layer | part of all wire [%] | global-route usage, %
met2 | 50 | 3.130
met5 | 0 | 0
met3 | 18 | 1.477
met1 | 32 | 1.466
met4 | 0 | 0
## kinds of logic after synthesis
kind of cell	share of synthesized area [%]
AOI/OAI and AO/OA	4.078
xor gates and xnor gates	28.58
adders and majority gates	48.98
buffers and inverters	15.31
and+or+nand+nor	3.058
## repair_timing
| action | 4_1_cts | 5_1_grt |
|---|---|---|
| endpoints found under the setup margin | 5 | 3 |
| setup buffers | 1 | 0 |
| gates resized | 39 | 1 |
| pin swaps | 7 | 0 |
| hold buffers | 0 | 0 |
## power by group
group | internal (mW) | total [mW] | switching, mW
Sequential | 0 | 0 | 0
Combinational | 0.0564 | 0.0903 | 0.0339
Clock | 0.0000000703 | 0.0000000703 | 0
Power figures rest on the tool's default switching activity, not on a simulated workload.
