==> config.mk <==
export PLATFORM = sky130hd
export DESIGN_NAME = fat
export DESIGN_NICKNAME = fat
export VERILOG_FILES = /design/flow/design.v
export SDC_FILE = /design/flow/constraint.sdc
export NUM_CORES = 4
export LEC_CHECK = 1
export CORE_AREA = 10 10 70 70
export DIE_AREA = 0 0 80 80
==> constraint.sdc <==
current_design fat

set clk_period 1.8
set clk_io_pct 0.2

create_clock -name clk0 -period $clk_period [get_ports {clk}]

set non_clock_inputs [all_inputs -no_clocks]
set_input_delay [expr $clk_period * $clk_io_pct] -clock clk0 $non_clock_inputs
set_output_delay [expr $clk_period * $clk_io_pct] -clock clk0 [all_outputs]
==> design.v <==
module tff(t,clk,rst,q,qb);
  input t,clk, rst;
  output reg q, qb;
  always @(posedge clk)
  begin
    if (rst == 0)
      q <=0;
    else
      if (t==0) begin q<=q; qb<=qb; end
      else if (t==1) begin q<=~q; qb<=~qb; end
  end
endmodule
module fat(e, clk, rst, y);
  input e, clk, rst;
  output y;
  wire clk, q1, q2, q4, q8, qb1, qb2, qb4, qb8, p, q;
  and g1(e2, q1, qb8, e);
  and g2(e3, q1, q2, e);
  and g3(p, q8, q1, e);
  and g4(q, q1, q4, q2, e);
  or g5(e4, q, p);
  t_ff x1(.t(e),.clk(clk),.rst(rst),.q(q1),.qb(qb1));
  t_ff x2(.t(e2),.clk(clk),.rst(rst),.q(q2),.qb(qb2));
  t_ff x3(.t(e3),.clk(clk),.rst(rst),.q(q4),.qb(qb4));
  t_ff x4(.t(e4),.clk(clk),.rst(rst),.q(q8),.qb(qb8));
  and g6(y, q1, q8);
endmodule
module t_ff(t,clk,rst,q,qb);
  input t,clk, rst;
  output reg q, qb;
  always @(posedge clk)
  begin
    if (rst == 0)
      begin
        q <= 0;
        qb <= 1;
      end
    else
      if (t==0) begin q<=q; qb<=qb; end
      else if (t==1) begin q<=~q; qb<=~qb; end
  end
endmodule
module async_up_counter(tin, clk, rst, q, qb);
  input tin, clk, rst;
  output [3:0]q;
  output qb;
  wire clk1, clk2, clk3;
  t_ff x1(.t(tin),.clk(clk),.rst(rst),.q(q[0]),.qb(clk1));
  t_ff x2(.t(tin),.clk(clk1),.rst(rst),.q(q[1]),.qb(clk2));
  t_ff x3(.t(tin),.clk(clk2),.rst(rst),.q(q[2]),.qb(clk3));
  t_ff x4(.t(tin),.clk(clk3),.rst(rst),.q(q[3]),.qb(qb));
endmodule
==> run.sh <==
#!/bin/bash
# OpenROAD 26Q1-2900-gdf79404cd8, Yosys 0.63+post, stock flow scripts
make -C /OpenROAD-flow-scripts/flow DESIGN_CONFIG=/design/flow/config.mk WORK_HOME=/design/flow/orfs finish
==> results.yml <==
# implementation run metrics
clocking:
  clock-sinks: 5
  cts.reportedPaths.clkPinSlew_ns: 0.04
  clock_latency_ns: 0.24
  cts_made_buffers: 3
  cts.root.buffer_cell: "clkbuf_4"
  post_cts_buffers: 0
  cts.path.max_buffers: 2
  cts_tree: "yes"
  htree_levels: 1
  holdBufCountCts: 0
  cts_resized: 0
routing:
  wl_per_cell_um: 5.40
  dr.pass1.iters: 3
  ant_nets: 0
  drtIter0Drc: 1
  drc_errors: 0
  viasPerCell: 2.28
  antenna_cells: 0
  vias: 171
  drt-total-wl_um: 405
critical_path:
  crit_fanout: 5
  crit_arrival_ns: 1.26
  end_kind: "primary output"
  required_ns: 1.44
  critical_path_class: "register to primary output"
  startpoint_type: "register"
pwr:
  power_leakage_uw: 0.0000983
  irDropWorstVdd_mv: 0.0918
  power.density_mw_per_mm2: 818
  finalPower_uw: 267
floorplan:
  initial_utilization_pct: 6.23
  core_mm2: 0.00342
  die_y_um: 80
  dieArea_mm2: 0.00640
  io_pins: 4
  die_w_um: 80
  rows: 21
synthesis:
  ys.flops: 5
  yosysWarningCount: 4
  ys_seq_share_pct: 47.1
  synth_cell_types: 13
  yosys.area.top_type: "dfxtp_1"
  netlist.area_leader.share_pct: 47.1
  yosys_area_um2: 213
  synthCells: 22
  ys_cells: 22
  syn_area_um2: 213
  synth.area.top_cells: "dfxtp_1, and2_1, xnor2_1"
  syn_area_per_cell_um2: 9.67
placement:
  dp.final_hpwl_um: 327
  gp_congestion: 0.782
  place.port_buffers: 3
sta:
  setup_viol: 0
  worst_slew_pin_slew_ns: 0.179
  finalClockPeriodUsage_pct: 89.9
  maxSlewViolCount: 0
  finClkSkew_ns: 0.00256
  clock.fmax_ghz: 0.618
  layout_min_cycle_time_ns: 1.62
  rsz0062_at_grt: "false"
  tns_ns: 0
  slew_headroom_pct: 88.0
  hold_viol_final: 0
global_routing:
  grt_max_degree: 6
  overflow: 0
  grt_pass1_vias: 179
  antenna_found_initial: 0
  grt_pass1_wl_um: 641
  grt_usage_pct: 1.16
status:
  status: "completed"
layout:
  syn2layout_area_growth_pct: 53.5
  drive_gt1_share_pct: 17.2
  layout_top_cells: "dfxtp_1, and2_1, clkbuf_4, clkdlybuf4s50_1"
  final_common_cell: "dfxtp_1"
  fillCellCount: 406
flow_run:
  drv_cap: 0
  warning_count: 25
min_path:
  hold_path_class: "register to register"
## stage by stage
| stage | hold slack [ns] | area (um2) | setup slack [ns] | utilization [%] | cells |
|---|---|---|---|---|---|
| 6_report | 0.490 | 327 | 0.182 | 9.56 | 75 |
| 3_5_place_dp | 0.484 | 300 | 0.213 | 8.79 | 71 |
| 3_3_place_gp | 0.465 | 300 | 0.238 | 8.79 | 71 |
| 5_1_grt | 0.513 | 327 | 0.139 | 9.56 | 75 |
| 4_1_cts | 0.492 | 327 | 0.157 | 9.56 | 75 |
| 2_1_floorplan | 0.432 | 213 | 0.812 | - | 22 |
## path summary, 6_finish.rpt
check / from / depth (start not counted) / slack [ns] / endpoint
max: x1.q / 2 / 0.18 / y
min: x4.q / 2 / 0.49 / x4.q
min reg2reg: x4.q / 2 / 0.49 / x4.q
max reg2reg: x1.q / 3 / 0.73 / x4.q
## sequential cells by signal (all words and copies together) (netlist names)
name / count
x4.q: 1
x2.q: 1
x4.qb: 1
x3.q: 1
x1.q: 1
## layer usage
layer	vias up	track usage [%]	routed length, um
met5	-	0	0
met4	0	1.23	19
li1	88	-	-
met1	79	1.07	153
met3	2	0	3
met2	2	2.17	229
## critical path, stage by stage (launching register included)
cell             delay [ns]
dfxtp_1                0.40
and2_2                 0.17
clkdlybuf4s50_1        0.45
## cells in the mapped netlist
| library cell | n |
|---|---|
| and2_1 | 3 |
| nand3_1 | 2 |
| and2_2 | 1 |
| xor2_1 | 1 |
| or3_1 | 1 |
| dfxtp_1 | 5 |
| nand2_1 | 2 |
| or3b_1 | 1 |
| xnor2_1 | 2 |
| a21boi_1 | 1 |
| o21ai_0 | 1 |
| a21oi_1 | 1 |
| nand3_2 | 1 |
## final cells by class
class,count,area [um2],area share (%)
clock buffers,4,26.3,8.05
multi-input cells,17,113,34.5
flip-flops and latches,5,100,30.7
well taps,46,57.6,17.6
repair buffers,3,30.0,9.20
## cells by family after synthesis
| logic type | share of synthesized area [%] |
|---|---|
| compound gates | 8.23 |
| xor+xnor | 12.4 |
| flops | 47.1 |
| simple gates | 32.4 |
## power breakdown
part	internal [uW]	switching (uW)
clock network	83.6	43.1
logic	11.3	7.27
registers	116	5.77
Power is estimated from default activity; no workload was simulated.
