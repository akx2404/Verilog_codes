--- /design/flow/run.sh ---
#!/bin/bash
# OpenROAD 26Q1-2900-gdf79404cd8, Yosys 0.63+post, stock flow scripts
make -C /OpenROAD-flow-scripts/flow DESIGN_CONFIG=/design/flow/config.mk WORK_HOME=/design/flow/orfs finish
--- /design/flow/config.mk ---
export PLATFORM = sky130hd
export DESIGN_NAME = paralleladder
export DESIGN_NICKNAME = paralleladder
export VERILOG_FILES = /design/flow/design.v
export SDC_FILE = /design/flow/constraint.sdc
export NUM_CORES = 4
export LEC_CHECK = 1
export CORE_AREA = 10 10 70 70
export DIE_AREA = 0 0 80 80
--- /design/flow/constraint.sdc ---
current_design paralleladder

set clk_period 3.1
set clk_io_pct 0.2

create_clock -name clk0 -period $clk_period

set non_clock_inputs [all_inputs -no_clocks]
set_input_delay [expr $clk_period * $clk_io_pct] -clock clk0 $non_clock_inputs
set_output_delay [expr $clk_period * $clk_io_pct] -clock clk0 [all_outputs]
--- /design/flow/design.v ---
module FA(a,b,cin,sum,cout);
  output sum,cout;
  input a,b,cin;
  wire c,d,e;
  xor g1(sum,cin,a,b);
  and g2(c,a,b);
  and g3(d,b,cin);
  and g4(e,a,cin);
  or g5(cout,c,d,e);
endmodule
module paralleladder(a0,a1,a2,a3,b0,b1,b2,b3,s0,s1,s2,s3,cout,cin);
  output s0,s1,s2,s3,cout;
  input a0,a1,a2,a3,b0,b1,b2,b3,cin;
  wire c0,c1,c2;
  FA FA1(.a(a0),.b(b0),.cin(cin),.sum(s0),.cout(c0));
  FA FA2(.a(a1),.b(b1),.cin(c0),.sum(s1),.cout(c1));
  FA FA3(.a(a2),.b(b2),.cin(c1),.sum(s2),.cout(c2));
  FA FA4(.a(a3),.b(b3),.cin(c2),.sum(s3),.cout(cout));
endmodule
==> results.toml <==
# synthesis and place-and-route metrics
[outcome]
status = "finished clean"

[final_timing]
slew_headroom_pct = 93.4
finalCritPeriodShare_pct = 97.0
slew_viol_final = 0
min_period_ps = 3010
setup_viol = 0
holdWs_ps = 1980
tightest_slew_ps = 99.3
fmax_mhz = 333
hold_viol = 0
rsz0062_at_grt = "no"
setup_ws_ps = 93.3

[detailed_routing]
diodes = 0
drc_errors = 0
avgViaCountPerCell = 1.69
first_iter_violations = 0
dr_total_vias = 125
first_pass_iters = 1
wire_per_inst_um = 5.15
wl_um = 381
ant_nets = 0

[layout]
area_growth_pct = 160
n_fill_cell = 407
fin_cells = 74
final_cell_mix = "clkdlybuf4s50_1 (8), inv_2 (5), inv_1 (5)"
drive_gt1_share_pct = 39.3
seq_area_um2 = 0
final_common_cell = "clkdlybuf4s50_1"
nClkBuffers = 0
utilization_pct = 8.94
ff_count = 0
logic_area_um2 = 87.6

[run]
warnings = 32
drv_cap = 0

[synth]
postSynthCellCount = 14
yosysWarnings = 0
synth.distinct_cells = 2
synth_seq_share_pct = 0
synth_stat.cells = 14
synth_area_per_cell_um2 = 8.40
yosys_area_um2 = 118
syn_area_um2 = 118

[critical_path]
cp.arrival_ps = 2390
cp-start-kind = "input pin"
critPathKind = "input pin to output pin"
cp-end-kind = "output pin"
crit_required_ps = 2480
crit_fanout = 1

[placement]
dp.cells = 74
place.gp.congestion = 0.769
pre_cts_ws_ps = -610
dp_hpwl_um = 401
portBuffers = 14

[grt]
use_met3_pct = 0.568
grt_usage_pct = 1.23
globalRouteMet2Util_pct = 1.52
grt.busiest_layer = "met1"
grt_pass1_vias = 137
grt_pass1_wl_um = 641
met1_usage_pct = 1.95
overflow = 0
antenna_found_initial = 0
grt_max_degree = 2

[floorplanning]
initCoreUtil_pct = 3.44
num_rows = 21
coreArea_um2 = 3420
die_area_um2 = 6400
die.size.y_um = 80
io_pins = 14
die_x_um = 80

[power_and_ir_drop]
p_sw_share_pct = 32.0
ir_drop_v = 0.0000326
p_seq_share_pct = 0
leakage_nw = 0.133
p_int_w = 0.0000272
p_clk_share_pct = 0
share_comb_of_total_power_pct = 100.0
total_power_w = 0.0000401
power_density_nw_per_um2 = 131
power.switching_w = 0.0000128

[worst_hold_path]
hp-class = "input pin to output pin"

[cts]
cts_setup_buffers = 0
hold_buffers = 0
-- timing repair --
item | in CTS | in global routing
pin swaps | 4 | 4
setup endpoints to repair | 3 | 1
cloned | 0 | 0
endpoints found under the hold margin | 0 | 0
resized | 19 | 2
-- path summary, 6_finish.rpt --
path / cells after the start / endpoint / slack (ps) / startpoint
hold / removal: 5 / s0 / 1980 / a0
setup / recovery: 10 / s3 / 90 / b0
-- metal layers --
layer	routed length [µm]	vias to the layer above
met1	192	52
met2	114	13
met4	0	0
li1	-	60
met3	74	0
met5	0	-
-- cell usage after synthesis --
master / number / area (µm²)
inv_1: 10 / 37.5
fa_1: 4 / 80.1
-- cells by family after synthesis --
logic type | Yosys count | share of synthesized area, %
adder cells (fa/ha/maj) | 4 | 68.1
buffers and inverters | 10 | 31.9
-- stage by stage --
| step | TNS (ps) | instance area, µm² |
|---|---|---|
| 3_5_place_dp | -1300 | 315 |
| 4_1_cts | 0 | 315 |
| 3_3_place_gp | -1240 | 315 |
| 6_report | 0 | 305 |
| 2_1_floorplan | 0 | 118 |
| 5_1_grt | 0 | 305 |
-- worst max-delay path, cell delays in order --
cell and delay (ps):
clkdlybuf4s15_1 170, inv_2 50, fa_2 180, inv_2 40, fa_2 390, fa_2 340
inv_2 60, fa_1 400, inv_1 60, buf_2 80
-- cell type report --
type / instances / area share, %
Timing Repair Buffer: 14 / 40.2
Inverter: 10 / 12.3
Multi-Input combinational cell: 4 / 28.7
Tap cell: 46 / 18.9
-- power groups by stage --
stage                 Clock (W)  Sequential (W)  Combinational (W)
after global routing          0               0          0.0000467
after CTS                     0               0          0.0000433
final                         0               0          0.0000401
Power figures rest on the tool's default switching activity, not on a simulated workload.
